File: ./design.v
module Nexys3_memory_controller(
		input wire clk,
		input wire rst,
		input wire[22:0] p1_address,
		input wire[15:0] p1_to_mem,
		output reg[15:0] p1_from_mem,
		input wire p1_req,
		input wire p1_wren,
		output reg p1_ready,
		input wire[22:0] p2_address,
		input wire[15:0] p2_to_mem,
		output reg[15:0] p2_from_mem,
		input wire p2_req,
		input wire p2_wren,
		output reg p2_ready,
		output reg[22:0] shared_a,
		inout wire[15:0] shared_d,
		output reg shared_oe_n,
		output reg shared_we_n,
		output reg flash_ce_n,
		output reg flash_reset_n,
		output reg psram_ce_n,
		output reg shared_adv_n,	 
		output wire psram_cre,		 
		output wire shared_clk,
		output wire psram_lb_n,		 
		output wire psram_ub_n);	 
	localparam[10:0] FLASH_CYCLES_RESET = 11'd1250;	 
	localparam[10:0] FLASH_CYCLES_PAGE = 11'd3;		 
	localparam[10:0] FLASH_CYCLES_WORD = 11'd1;		 
	localparam[10:0] FLASH_CYCLES_RELEASE = 11'd7;	 
	localparam[10:0] FLASH_CYCLES_WRITE = 11'd2;	 
	localparam[10:0] FLASH_CYCLES_RECOVER = 11'd0;	 
	localparam[10:0] FLASH_CYCLES_DEACTIVATE = 1'd0;	 
	localparam[10:0] PSRAM_CYCLES_READ = 11'd4;
	localparam[10:0] PSRAM_CYCLES_WRITE = 11'd4;
	localparam[10:0] PSRAM_CYCLES_DEACTIVATE = 11'd0;
	reg[22:0] flash_prev_addr;
	reg[10:0] shared_cycle;
	reg[15:0] shared_data;
	reg flash_prev_addr_valid;
	reg shared_gate_out;
	reg prev_p1_req;
	reg p1_req_flag;
	reg prev_p2_req;
	reg p2_req_flag;
	wire page_miss;
	wire shared_ready;
	wire p1_request;
	wire p2_request;
	reg[3:0] state;
	localparam[3:0] S_INIT = 4'h0;
	localparam[3:0] S_FLASH_RESET = 4'h1;
	localparam[3:0] S_FLASH_RELEASE = 4'h2;
	localparam[3:0] S_FLASH_IDLE = 4'h3;
	localparam[3:0] S_FLASH_READ = 4'h4;
	localparam[3:0] S_FLASH_WRITE = 4'h5;
	localparam[3:0] S_FLASH_DEAC = 4'h6;
	localparam[3:0] S_PSRAM_IDLE = 4'h7;
	localparam[3:0] S_PSRAM_READ = 4'h8;
	localparam[3:0] S_PSRAM_WRITE = 4'h9;
	localparam[3:0] S_PSRAM_DEAC = 4'hA;
	assign page_miss = ~flash_prev_addr_valid | (|(flash_prev_addr[22:3] ^ p1_address[22:3]));
	assign shared_ready = ~|shared_cycle;
	assign psram_cre = 1'b0;
	assign shared_clk = 1'b0;
	assign psram_lb_n = 1'b0;
	assign psram_ub_n = 1'b0;
	assign shared_d = shared_gate_out ? shared_data : 16'hzzzz;
	assign p1_request = (p1_req & ~prev_p1_req) | p1_req_flag;
	assign p2_request = (p2_req & ~prev_p2_req) | p2_req_flag;
	always @(posedge clk or posedge rst)
	begin
		if(rst)
		begin
			state <= S_INIT;
			shared_cycle <= 11'h000;
			flash_reset_n <= 1'b0;
			flash_prev_addr <= 23'h000000;
			flash_prev_addr_valid <= 1'b0;
			flash_ce_n <= 1'b0;
			psram_ce_n <= 1'b1;
			shared_adv_n <= 1'b0;
			shared_a <= 23'h000000;
			shared_data <= 16'h0000;
			shared_gate_out <= 1'b0;
			shared_we_n <= 1'b0;
			shared_oe_n <= 1'b0;
			p1_ready <= 1'b0;
			p1_from_mem <= 16'h0000;
			prev_p1_req <= 1'b0;
			p1_req_flag <= 1'b0;
			p2_ready <= 1'b0;
			p2_from_mem <= 16'h0000;
			prev_p2_req <= 1'b0;
			p2_req_flag <= 1'b0;
		end
		else
		begin
			prev_p1_req <= p1_req;
			prev_p2_req <= p2_req;
			if(p1_req & ~prev_p1_req)
				p1_req_flag <= 1'b1;
			if(p2_req & ~prev_p2_req)
				p2_req_flag <= 1'b1;
			case(state)
				S_INIT:
				begin
					shared_cycle <= FLASH_CYCLES_RESET;
					state <= S_FLASH_RESET;
					shared_we_n <= 1'b1;
					shared_oe_n <= 1'b1;
					shared_adv_n <= 1'b1;
					flash_reset_n <= 1'b0;
				end
				S_FLASH_RESET:
				begin
					shared_cycle <= shared_cycle - 11'h001;
					if(shared_ready)
					begin
						state <= S_FLASH_RELEASE;
						shared_cycle <= FLASH_CYCLES_RELEASE;
						flash_reset_n <= 1'b1;
					end
				end
				S_FLASH_RELEASE:
				begin
					p1_ready <= 1'b0;
					p2_ready <= 1'b0;
					shared_cycle <= shared_cycle - 11'h001;
					if(shared_ready)
					begin
						state <= S_FLASH_IDLE;
					end
				end
				S_FLASH_IDLE:
				begin
					p1_ready <= 1'b0;
					if(p1_request)
					begin
						p1_req_flag <= 1'b0;
						shared_adv_n <= 1'b0;
						flash_prev_addr <= p1_address;
						flash_prev_addr_valid <= ~p1_wren;
						shared_a <= p1_address;
						shared_data <= p1_to_mem;
						shared_oe_n <= p1_wren;
						shared_gate_out <= p1_wren;
						shared_we_n <= ~p1_wren;
						if(p1_wren)
						begin
							state <= S_FLASH_WRITE;
							shared_cycle <= FLASH_CYCLES_WRITE;
						end
						else
						begin
							state <= S_FLASH_READ;
							shared_cycle <= page_miss ? FLASH_CYCLES_PAGE : FLASH_CYCLES_WORD;
						end
					end
					else if(p2_request)
					begin
						flash_ce_n <= 1'b1;
						state <= S_FLASH_DEAC;
						shared_cycle <= FLASH_CYCLES_DEACTIVATE;
					end
				end
				S_FLASH_READ:
				begin
					shared_cycle <= shared_cycle - 11'h001;
					if(shared_ready)
					begin
						p1_ready <= 1'b1;
						p1_from_mem <= shared_d;
						shared_oe_n <= 1'b1;
						state <= S_FLASH_IDLE;
					end
				end
				S_FLASH_WRITE:
				begin
					shared_cycle <= shared_cycle - 11'h001;
					if(shared_ready)
					begin
						p1_ready <= 1'b1;
						shared_gate_out <= 1'b0;
						shared_we_n <= 1'b1;
						shared_cycle <= FLASH_CYCLES_RECOVER;
						state <= S_FLASH_RELEASE;
					end
				end
				S_FLASH_DEAC:
				begin
					shared_cycle <= shared_cycle - 11'h001;
					flash_prev_addr_valid <= 1'b0;
					if(shared_ready)
					begin
						p2_req_flag <= 1'b0;
						shared_adv_n <= 1'b0;
						psram_ce_n <= 1'b0;
						shared_a <= p2_address;
						shared_data <= p2_to_mem;
						shared_oe_n <= p2_wren;
						shared_gate_out <= p2_wren;
						shared_we_n <= ~p2_wren;
						if(p2_wren)
						begin
							state <= S_PSRAM_WRITE;
							shared_cycle <= PSRAM_CYCLES_WRITE;
						end
						else
						begin
							state <= S_PSRAM_READ;
							shared_cycle <= PSRAM_CYCLES_READ;
						end
					end
				end
				S_PSRAM_IDLE:
				begin
					p2_ready <= 1'b0;
					if(p1_request)
					begin
						psram_ce_n <= 1'b1;
						state <= S_PSRAM_DEAC;
						shared_cycle <= PSRAM_CYCLES_DEACTIVATE;
					end
					else if(p2_request)
					begin
						p2_req_flag <= 1'b0;
						shared_adv_n <= 1'b0;
						shared_a <= p2_address;
						shared_data <= p2_to_mem;
						shared_oe_n <= p2_wren;
						shared_gate_out <= p2_wren;
						shared_we_n <= ~p2_wren;
						if(p2_wren)
						begin
							state <= S_PSRAM_WRITE;
							shared_cycle <= PSRAM_CYCLES_WRITE;
						end
						else
						begin
							state <= S_PSRAM_READ;
							shared_cycle <= PSRAM_CYCLES_READ;
						end
					end
				end
				S_PSRAM_READ:
				begin
					shared_cycle <= shared_cycle - 11'h001;
					if(shared_ready)
					begin
						p2_ready <= 1'b1;
						p2_from_mem <= shared_d;
						shared_oe_n <= 1'b1;
						shared_adv_n <= 1'b1;
						state <= S_PSRAM_IDLE;
					end
				end
				S_PSRAM_WRITE:
				begin
					shared_cycle <= shared_cycle - 11'h001;
					if(shared_ready)
					begin
						p2_ready <= 1'b1;
						shared_gate_out <= 1'b0;
						shared_we_n <= 1'b1;
						shared_adv_n <= 1'b1;
						state <= S_PSRAM_IDLE;
					end
				end
				S_PSRAM_DEAC:
				begin
					shared_cycle <= shared_cycle - 11'h001;
					if(shared_ready)
					begin
						p1_req_flag <= 1'b0;
						shared_adv_n <= 1'b0;
						flash_prev_addr <= p1_address;
						flash_prev_addr_valid <= ~p1_wren;
						flash_ce_n <= 1'b0;
						shared_a <= p1_address;
						shared_data <= p1_to_mem;
						shared_oe_n <= p1_wren;
						shared_gate_out <= p1_wren;
						shared_we_n <= ~p1_wren;
						if(p1_wren)
						begin
							state <= S_FLASH_WRITE;
							shared_cycle <= FLASH_CYCLES_WRITE;
						end
						else
						begin
							state <= S_FLASH_READ;
							shared_cycle <= page_miss ? FLASH_CYCLES_PAGE : FLASH_CYCLES_WORD;
						end
					end
				end
				default: ;
			endcase
		end
	end
endmodule
File: ./run.sh
#!/bin/bash
# OpenROAD 26Q1-2900-gdf79404cd8, Yosys 0.63+post, stock flow scripts
make -C /OpenROAD-flow-scripts/flow DESIGN_CONFIG=/design/flow/config.mk WORK_HOME=/design/flow/orfs finish
File: ./config.mk
export PLATFORM = sky130hd
export DESIGN_NAME = Nexys3_memory_controller
export DESIGN_NICKNAME = Nexys3_memory_controller
export VERILOG_FILES = /design/flow/design.v
export SDC_FILE = /design/flow/constraint.sdc
export NUM_CORES = 4
export LEC_CHECK = 1
export CORE_UTILIZATION = 50
File: ./constraint.sdc
current_design Nexys3_memory_controller

set clk_period 7.4
set clk_io_pct 0.2

create_clock -name clk0 -period $clk_period [get_ports {clk}]

set non_clock_inputs [all_inputs -no_clocks]
set_input_delay [expr $clk_period * $clk_io_pct] -clock clk0 $non_clock_inputs
set_output_delay [expr $clk_period * $clk_io_pct] -clock clk0 [all_outputs]
==> metrics.cfg <==
[floorplanning]
fp.dieW_um = 111
die_y_um = 111
num_rows = 39
num_io_pins = 167
fp-utilization_pct = 51.7

[synthesis]
synthCells = 470
largest_area_cell = dfrtp_1
synth_area_sq_um = 5960
edf_count = 0
synth.distinct_cells = 57
ys_cells = 470
ff_type = dfrtp_1
syn_area_per_cell_sq_um = 12.7
topCellsByArea = dfrtp_1, mux2_2, xnor2_1
ys_warn_count = 2
synth_top_area_share_pct = 52.1
ys_async_sr_fraction_pct = 100
ys.flops = 126
ys_area_sq_um = 5960
yosysSeqAreaShare_pct = 53.0

[outcome]
status = stopped before the end
error = [error] [KeplerFormal.cpp:679] Workflow failed: Iso has multiple drivers: .shared_d0, shared_d[0]$_DFFE_PP0P_.Q0
haltStage = clock tree synthesis

[cts]
root_buffer = clkbuf_16
holdBufCountCts = 0
cts_buffer_depth = 2
htreeDepth = 4
cts_setup_buffers = 0
cts_buffers = 17
clock-sinks = 126
cts_resized = 0

[place]
hpwl_um = 9320
dpl_cell_area_sq_um = 7530
gp_congestion = 0.882
place_inst = 742
port_buffers = 146

synth_stat cells, drive strengths merged (6+ instances only):
cell    count
nand2      21
nor2       21
xnor2      16
a21oi      10
inv         8
o21ai      19
dfrtp     124
buf        12
mux2      131
o22ai       6
clkbuf     15
a22o        9
through the flow:
step	setup slack [ns]	utilization, %
after detailed placement	3.65	65.4
after global placement	3.69	65.4
after floorplan	2.57	-
cells by family after synthesis:
logic type / synth area share (%)
compound gates: 8.95
xor+xnor: 3.09
fa+ha+maj: 0.420
buf+inv: 2.77
flops: 53.0
mux: 25.1
other cells: 0.0630
simple gates: 6.64
