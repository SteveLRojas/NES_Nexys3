### ./config.mk
export PLATFORM = sky130hd
export DESIGN_NAME = Nexys2_memory_controller
export DESIGN_NICKNAME = Nexys2_memory_controller
export VERILOG_FILES = /design/flow/design.v
export SDC_FILE = /design/flow/constraint.sdc
export NUM_CORES = 4
export LEC_CHECK = 1
export CORE_UTILIZATION = 40
### ./constraint.sdc
current_design Nexys2_memory_controller

set clk_period 7.8
set clk_io_pct 0.2

create_clock -name clk0 -period $clk_period [get_ports {clk}]

set non_clock_inputs [all_inputs -no_clocks]
set_input_delay [expr $clk_period * $clk_io_pct] -clock clk0 $non_clock_inputs
set_output_delay [expr $clk_period * $clk_io_pct] -clock clk0 [all_outputs]
### ./design.v
module Nexys2_memory_controller(
		input wire clk,
		input wire rst,
		input wire[22:0] p1_address,
		input wire[15:0] p1_to_mem,
		output reg[15:0] p1_from_mem,
		input wire p1_req,
		input wire p1_wren,
		output reg p1_ready,
		input wire[22:0] p2_address,
		input wire[15:0] p2_to_mem,
		output reg[15:0] p2_from_mem,
		input wire p2_req,
		input wire p2_wren,
		output reg p2_ready,
		output reg[22:0] shared_a,
		inout wire[15:0] shared_d,
		output reg shared_oe_n,
		output reg shared_we_n,
		output reg flash_ce_n,
		output reg flash_reset_n,
		input wire flash_sts,		 
		output reg psram_ce_n,
		output reg psram_adv_n,	 
		output wire psram_cre,		 
		output wire psram_clk,
		output wire psram_lb_n,		 
		output wire psram_ub_n);	 
	localparam[10:0] FLASH_CYCLES_RESET = 11'd1250;	 
	localparam[10:0] FLASH_CYCLES_PAGE = 11'd4;		 
	localparam[10:0] FLASH_CYCLES_WORD = 11'd1;		 
	localparam[10:0] FLASH_CYCLES_RELEASE = 11'd11;	 
	localparam[10:0] FLASH_CYCLES_WRITE = 11'd3;	 
	localparam[10:0] FLASH_CYCLES_RECOVER = 11'd0;	 
	localparam[10:0] FLASH_CYCLES_DEACTIVATE = 1'd1;	 
	localparam[10:0] PSRAM_CYCLES_READ = 11'd4;
	localparam[10:0] PSRAM_CYCLES_WRITE = 11'd4;
	localparam[10:0] PSRAM_CYCLES_DEACTIVATE = 11'd0;
	reg[22:0] flash_prev_addr;
	reg[10:0] shared_cycle;
	reg[15:0] shared_data;
	reg flash_prev_addr_valid;
	reg shared_gate_out;
	reg prev_p1_req;
	reg p1_req_flag;
	reg prev_p2_req;
	reg p2_req_flag;
	reg flash_sts_s;
	wire page_miss;
	wire shared_ready;
	wire p1_request;
	wire p2_request;
	reg[3:0] state;
	localparam[3:0] S_INIT = 4'h0;
	localparam[3:0] S_FLASH_RESET = 4'h1;
	localparam[3:0] S_FLASH_RELEASE = 4'h2;
	localparam[3:0] S_FLASH_IDLE = 4'h3;
	localparam[3:0] S_FLASH_READ = 4'h4;
	localparam[3:0] S_FLASH_WRITE = 4'h5;
	localparam[3:0] S_FLASH_DEAC = 4'h6;
	localparam[3:0] S_PSRAM_IDLE = 4'h7;
	localparam[3:0] S_PSRAM_READ = 4'h8;
	localparam[3:0] S_PSRAM_WRITE = 4'h9;
	localparam[3:0] S_PSRAM_DEAC = 4'hA;
	assign page_miss = ~flash_prev_addr_valid | (|(flash_prev_addr[22:2] ^ p1_address[22:2]));
	assign shared_ready = ~|shared_cycle;
	assign psram_cre = 1'b0;
	assign psram_clk = 1'b0;
	assign psram_lb_n = 1'b0;
	assign psram_ub_n = 1'b0;
	assign shared_d = shared_gate_out ? shared_data : 16'hzzzz;
	assign p1_request = (p1_req & ~prev_p1_req) | p1_req_flag;
	assign p2_request = (p2_req & ~prev_p2_req) | p2_req_flag;
	always @(posedge clk or posedge rst)
	begin
		if(rst)
		begin
			state <= S_INIT;
			shared_cycle <= 11'h000;
			flash_reset_n <= 1'b0;
			flash_sts_s <= 1'b0;
			flash_prev_addr <= 23'h000000;
			flash_prev_addr_valid <= 1'b0;
			flash_ce_n <= 1'b0;
			psram_ce_n <= 1'b1;
			psram_adv_n <= 1'b0;
			shared_a <= 23'h000000;
			shared_data <= 16'h0000;
			shared_gate_out <= 1'b0;
			shared_we_n <= 1'b0;
			shared_oe_n <= 1'b0;
			p1_ready <= 1'b0;
			p1_from_mem <= 16'h0000;
			prev_p1_req <= 1'b0;
			p1_req_flag <= 1'b0;
			p2_ready <= 1'b0;
			p2_from_mem <= 16'h0000;
			prev_p2_req <= 1'b0;
			p2_req_flag <= 1'b0;
		end
		else
		begin
			prev_p1_req <= p1_req;
			prev_p2_req <= p2_req;
			flash_sts_s <= flash_sts;
			if(p1_req & ~prev_p1_req)
				p1_req_flag <= 1'b1;
			if(p2_req & ~prev_p2_req)
				p2_req_flag <= 1'b1;
			case(state)
				S_INIT:
				begin
					shared_cycle <= FLASH_CYCLES_RESET;
					state <= S_FLASH_RESET;
					shared_we_n <= 1'b1;
					shared_oe_n <= 1'b1;
					psram_adv_n <= 1'b1;
					flash_reset_n <= 1'b0;
				end
				S_FLASH_RESET:
				begin
					shared_cycle <= shared_cycle - 11'h001;
					if(shared_ready)
					begin
						state <= S_FLASH_RELEASE;
						shared_cycle <= FLASH_CYCLES_RELEASE;
						flash_reset_n <= 1'b1;
					end
				end
				S_FLASH_RELEASE:
				begin
					p1_ready <= 1'b0;
					p2_ready <= 1'b0;
					shared_cycle <= shared_cycle - 11'h001;
					if(shared_ready)
					begin
						state <= S_FLASH_IDLE;
					end
				end
				S_FLASH_IDLE:
				begin
					p1_ready <= 1'b0;
					if(p1_request & flash_sts_s)
					begin
						p1_req_flag <= 1'b0;
						flash_prev_addr <= p1_address;
						flash_prev_addr_valid <= ~p1_wren;
						shared_a <= p1_address;
						shared_data <= p1_to_mem;
						shared_oe_n <= p1_wren;
						shared_gate_out <= p1_wren;
						shared_we_n <= ~p1_wren;
						if(p1_wren)
						begin
							state <= S_FLASH_WRITE;
							shared_cycle <= FLASH_CYCLES_WRITE;
						end
						else
						begin
							state <= S_FLASH_READ;
							shared_cycle <= page_miss ? FLASH_CYCLES_PAGE : FLASH_CYCLES_WORD;
						end
					end
					else if(p2_request)
					begin
						flash_ce_n <= 1'b1;
						state <= S_FLASH_DEAC;
						shared_cycle <= FLASH_CYCLES_DEACTIVATE;
					end
				end
				S_FLASH_READ:
				begin
					shared_cycle <= shared_cycle - 11'h001;
					if(shared_ready)
					begin
						p1_ready <= 1'b1;
						p1_from_mem <= shared_d;
						shared_oe_n <= 1'b1;
						state <= S_FLASH_IDLE;
					end
				end
				S_FLASH_WRITE:
				begin
					shared_cycle <= shared_cycle - 11'h001;
					if(shared_ready)
					begin
						p1_ready <= 1'b1;
						shared_gate_out <= 1'b0;
						shared_we_n <= 1'b1;
						shared_cycle <= FLASH_CYCLES_RECOVER;
						state <= S_FLASH_RELEASE;
					end
				end
				S_FLASH_DEAC:
				begin
					shared_cycle <= shared_cycle - 11'h001;
					flash_prev_addr_valid <= 1'b0;
					if(shared_ready)
					begin
						p2_req_flag <= 1'b0;
						psram_adv_n <= 1'b0;
						psram_ce_n <= 1'b0;
						shared_a <= p2_address;
						shared_data <= p2_to_mem;
						shared_oe_n <= p2_wren;
						shared_gate_out <= p2_wren;
						shared_we_n <= ~p2_wren;
						if(p2_wren)
						begin
							state <= S_PSRAM_WRITE;
							shared_cycle <= PSRAM_CYCLES_WRITE;
						end
						else
						begin
							state <= S_PSRAM_READ;
							shared_cycle <= PSRAM_CYCLES_READ;
						end
					end
				end
				S_PSRAM_IDLE:
				begin
					p2_ready <= 1'b0;
					if(p1_request & flash_sts_s)
					begin
						psram_ce_n <= 1'b1;
						state <= S_PSRAM_DEAC;
						shared_cycle <= PSRAM_CYCLES_DEACTIVATE;
					end
					else if(p2_request)
					begin
						p2_req_flag <= 1'b0;
						psram_adv_n <= 1'b0;
						shared_a <= p2_address;
						shared_data <= p2_to_mem;
						shared_oe_n <= p2_wren;
						shared_gate_out <= p2_wren;
						shared_we_n <= ~p2_wren;
						if(p2_wren)
						begin
							state <= S_PSRAM_WRITE;
							shared_cycle <= PSRAM_CYCLES_WRITE;
						end
						else
						begin
							state <= S_PSRAM_READ;
							shared_cycle <= PSRAM_CYCLES_READ;
						end
					end
				end
				S_PSRAM_READ:
				begin
					shared_cycle <= shared_cycle - 11'h001;
					if(shared_ready)
					begin
						p2_ready <= 1'b1;
						p2_from_mem <= shared_d;
						shared_oe_n <= 1'b1;
						psram_adv_n <= 1'b1;
						state <= S_PSRAM_IDLE;
					end
				end
				S_PSRAM_WRITE:
				begin
					shared_cycle <= shared_cycle - 11'h001;
					if(shared_ready)
					begin
						p2_ready <= 1'b1;
						shared_gate_out <= 1'b0;
						shared_we_n <= 1'b1;
						psram_adv_n <= 1'b1;
						state <= S_PSRAM_IDLE;
					end
				end
				S_PSRAM_DEAC:
				begin
					shared_cycle <= shared_cycle - 11'h001;
					if(shared_ready)
					begin
						p1_req_flag <= 1'b0;
						flash_prev_addr <= p1_address;
						flash_prev_addr_valid <= ~p1_wren;
						flash_ce_n <= 1'b0;
						shared_a <= p1_address;
						shared_data <= p1_to_mem;
						shared_oe_n <= p1_wren;
						shared_gate_out <= p1_wren;
						shared_we_n <= ~p1_wren;
						if(p1_wren)
						begin
							state <= S_FLASH_WRITE;
							shared_cycle <= FLASH_CYCLES_WRITE;
						end
						else
						begin
							state <= S_FLASH_READ;
							shared_cycle <= page_miss ? FLASH_CYCLES_PAGE : FLASH_CYCLES_WORD;
						end
					end
				end
				default: ;
			endcase
		end
	end
endmodule
### ./run.sh
#!/bin/bash
# OpenROAD 26Q1-2900-gdf79404cd8, Yosys 0.63+post, stock flow scripts
make -C /OpenROAD-flow-scripts/flow DESIGN_CONFIG=/design/flow/config.mk WORK_HOME=/design/flow/orfs finish
==> run notes <==
Summary of the current implementation state.

- The number of clock sinks seen by CTS is 128, for reference.
- Per the post-synthesis report, the number of cells in the design is 532.
- The number of warning messages in the yosys log is 2, for reference.
- Per the CTS log, the root buffer master is sky130_fd_sc_hd__clkbuf_16.
- The number of top-level pins is 168, for reference.
- Hold repair after CTS inserted 0 buffers.
- The chip height is 124 µm, for reference.
- The number of post-CTS setup repair buffers is 0, for reference.
- CTS reports a maximum clock tree buffer depth of 2.
- For this run, the chip area from Yosys synthesis comes to 5950 µm².
- The H-tree depth reported by CTS is 4, for reference.
- The fraction of synthesis flops using an asynchronous set or reset pin is 100%, for reference.
- Summing all placed instances gives a cell area of 7570 µm².
- The first error in the log reads "[error] [KeplerFormal.cpp:679] Workflow failed: Iso has multiple drivers: .shared_d0, shared_d[0]$_DFFE_PP0P_.Q0".
- The sequential area share after synthesis is 53.9%, for reference.
- The failing step is clock tree synthesis, for reference.
- The top-area cell type share of the netlist area is 53.0%, for reference.
- The cell taking the most area after synthesis is sky130_fd_sc_hd__dfrtp_1, for reference.
- The count of library flops with an enable pin is 0, for reference.
- The estimated wirelength of the detail-placed design is 9.80 mm, for reference.
- The post-synthesis cell count from yosys is 532, for reference.
- Per the synth log, the flip-flop and latch total comes to 128.
- The initial utilization of the core area, before any placement, comes to 41.0%.
- The run stopped with a tool error.
- The synthesized area per cell is 11.2 µm², for reference.
- The count of unique library cells instantiated by Yosys is 54, for reference.
- In the synthesized netlist the dominant register cell turns out to be sky130_fd_sc_hd__dfrtp_1.
- The number of instances resized during post-cts repair is 0, for reference.
- Row generation in the floorplan step produced 44 rows.
- In this run the cell area of the synthesized design comes to 5950 µm².
- The number of clock buffers inserted by TritonCTS is 17, for reference.
- The synthesis report lists the most area-consuming cells as sky130_fd_sc_hd__dfrtp_1 (53%), sky130_fd_sc_hd__mux2_2 (10%), sky130_fd_sc_hd__mux2i_1 (6.6%).
- The buffer_ports step reported a buffer count of 147.
- The die is 124 µm wide.
- The final weighted congestion recorded by global placement is 0.884.
-- cells by family after synthesis --
kind of cell               count (synthesis)  synth area share (%)
other                                      1                0.0630
DFF                                      128                  53.9
buffers and inverters                     38                  3.22
xor gates and xnor gates                  22                  3.24
muxes                                     92                  16.6
and+or+nand+nor                          122                  9.54
AOI/OAI and AO/OA                        127                  13.1
adders and majority gates                  2                 0.420
-- Yosys cell counts, types with 3 or more instances --
| cell | count |
|---|---|
| sky130_fd_sc_hd__a21o_1 | 7 |
| sky130_fd_sc_hd__a21oi_1 | 55 |
| sky130_fd_sc_hd__a22o_1 | 3 |
| sky130_fd_sc_hd__a31oi_1 | 5 |
| sky130_fd_sc_hd__buf_2 | 6 |
| sky130_fd_sc_hd__buf_4 | 7 |
| sky130_fd_sc_hd__clkbuf_1 | 16 |
| sky130_fd_sc_hd__dfrtp_1 | 126 |
| sky130_fd_sc_hd__inv_1 | 7 |
| sky130_fd_sc_hd__mux2_2 | 53 |
| sky130_fd_sc_hd__mux2i_1 | 39 |
| sky130_fd_sc_hd__nand2_1 | 22 |
| sky130_fd_sc_hd__nand4_1 | 5 |
| sky130_fd_sc_hd__nor2_1 | 64 |
| sky130_fd_sc_hd__nor3_1 | 7 |
| sky130_fd_sc_hd__nor4_1 | 4 |
| sky130_fd_sc_hd__o21a_1 | 3 |
| sky130_fd_sc_hd__o21ai_0 | 24 |
| sky130_fd_sc_hd__o22a_1 | 3 |
| sky130_fd_sc_hd__o22ai_1 | 7 |
| sky130_fd_sc_hd__or3_1 | 3 |
| sky130_fd_sc_hd__xnor2_1 | 17 |
| sky130_fd_sc_hd__xor2_1 | 5 |
-- per-stage QoR --
step                power [mW]  setup WS (ns)  hold slack, ns  utilization (%)  cells
floorplan                 1.17           2.83           0.426                -    536
global placement          1.40           3.88           0.466             52.1    843
detailed placement        1.41           3.77           0.475             52.1    843
No activity file was given, so power comes from the tool's default toggle rates.
